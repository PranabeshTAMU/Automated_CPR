[flow/config.mk]
export PLATFORM = sky130hd
export DESIGN_NAME = heart_monitoring_system
export DESIGN_NICKNAME = heart_monitoring_system
export VERILOG_FILES = /design/flow/design.v
export SDC_FILE = /design/flow/constraint.sdc
export NUM_CORES = 4
export LEC_CHECK = 1
export CORE_AREA = 10 10 70 70
export DIE_AREA = 0 0 80 80
[flow/constraint.sdc]
current_design heart_monitoring_system

set clk_period 1.0
set clk_io_pct 0.2

create_clock -name clk0 -period $clk_period [get_ports {clk}]

set non_clock_inputs [all_inputs -no_clocks]
set_input_delay [expr $clk_period * $clk_io_pct] -clock clk0 $non_clock_inputs
set_output_delay [expr $clk_period * $clk_io_pct] -clock clk0 [all_outputs]
[flow/design.v]
module heart_monitoring_system (
    input wire clk,
    input wire rst,
    input wire [7:0] heart_rate,        
    input wire [7:0] oxygen_level,     
    input wire ecg_signal_valid,       
    output reg cpr_activate,           
    output reg drug_delivery_activate, 
    output reg [3:0] drug_dosage,      
    output reg iv_line_setup,          
    output reg saline_flush            
);
    always @(posedge clk or posedge rst) begin
        if (rst) begin
            cpr_activate <= 0;
            drug_delivery_activate <= 0;
            drug_dosage <= 0;
            iv_line_setup <= 0;
            saline_flush <= 0;
        end else begin
            cpr_activate <= 0;
            drug_delivery_activate <= 0;
            drug_dosage <= 0;
            iv_line_setup <= 0;
            saline_flush <= 0;
            if (heart_rate < 50 && ecg_signal_valid && oxygen_level < 95) begin
                cpr_activate <= 1;  
            end else if (heart_rate > 120 && ecg_signal_valid && oxygen_level >= 95) begin
                drug_delivery_activate <= 1;  
                iv_line_setup <= 1;  
                drug_dosage <= 6;  
            end
            if (drug_delivery_activate) begin
                #10 saline_flush <= 1;  
                #10 saline_flush <= 0;  
                #20 iv_line_setup <= 0;  
            end
        end
    end
endmodule
[flow/run.sh]
#!/bin/bash
# OpenROAD 26Q1-2900-gdf79404cd8, Yosys 0.63+post, stock flow scripts
make -C /OpenROAD-flow-scripts/flow DESIGN_CONFIG=/design/flow/config.mk WORK_HOME=/design/flow/orfs finish
==> results.py <==
# Physical implementation metrics
metrics = {
    "place": {
        "placed_cells": 92,
        "post-place-ws_ns": -0.427,
        "io_buffer_count": 23,
        "gp_congestion": 0.661,
    },
    "status": {
        "failed_checks": "negative setup slack",
        "status": "finished with violations",
    },
    "routing": {
        "antenna_left": 0,
        "dr.first_iter.drc_count": 6,
        "maxUsedRoutingLayer": "met4",
        "antenna_cells_inserted": 0,
        "wl_per_cell_um": 9.22,
        "vias_per_cell": 2.71,
        "first_pass_iters": 2,
        "routed_wl_um": 913,
        "route.detailed.drc": 0,
        "drt-met1-wl_um": 470,
        "dr_wl_met3_um": 200,
        "vias": 268,
        "wl_met2_um": 230,
    },
    "global_routing": {
        "grt_pass1_wl_um": 1460,
        "gr-total-overflow": 0,
        "grt_pass1_vias": 351,
        "grt_antenna_before_repair": 0,
        "grt_max_degree": 4,
        "gr-usage-all-layers": 0.0294,
    },
    "sta": {
        "setup_viol": 3,
        "fmax_mhz": 961,
        "rsz0062_at_grt": "yes",
        "finalHoldViolCount": 0,
        "slew_viol_final": 0,
        "fin_setup_tns_ns": -0.121,
        "worst_clock_skew_ns": 0.00136,
        "period_needed_ns": 1.04,
        "fin_crit_sh": 1.04,
        "timing.final.ws_setup_ns": -0.0410,
    },
    "yosys": {
        "topCellsByArea": "dfrtp_1 (38%), buf_4 (19%), a41o_2 (5.7%)",
        "top_cell": "buf_4",
        "netlist_area_um2": 199,
        "yosysWarningCount": 1,
        "synth_cell_type_count": 15,
        "netlist_instances": 23,
        "synth-edff-count": 0,
        "top_area_frac": 0.377,
        "ys.flops": 3,
        "synthArstFlopShare": 1.00,
        "synth_top_cell_by_area": "dfrtp_1",
        "avgSynthCellArea_um2": 8.65,
        "ys_cells": 23,
        "yosysSeqAreaShare": 0.377,
        "synth-area-yosys_um2": 199,
        "common_cells": "buf_4 (5), dfrtp_1 (3), nand3_1 (2), nor2_1 (2)",
        "ys.flop_type": "dfrtp_1",
    },
    "floorplanning": {
        "die_h_um": 80,
        "die-area_um2": 6400,
        "io_pins": 27,
        "core.rowCount": 21,
        "floorplan.core_util": 0.0582,
        "die_w_um": 80,
        "core-area_um2": 3420,
    },
    "critical_path": {
        "crit_fanout": 2,
        "required_ns": 0.80,
        "arrival_ns": 0.84,
        "crit_type": "reg -> out",
        "start_kind": "register",
        "endpoint_kind": "output pin",
    },
    "final_layout": {
        "regArea_um2": 75.1,
        "fin_util": 0.166,
        "drive_gt1_frac": 0.358,
        "area_delta_synth_final_pct": 184,
        "nFillCells": 396,
        "combGateArea_um2": 119,
        "fin_cells": 99,
    },
    "power_and_ir_drop": {
        "peakVddDrop_mv": 0.264,
        "power_mw": 0.483,
        "powerDensity_nw_per_um2": 854,
        "leakage_nw": 0.276,
    },
    "clock_network": {
        "clk-insertion-delay-late_ns": 0.23,
        "clk_path_buf_depth": 2,
        "path_clk_slew_ns": 0.04,
        "cts_tree": "yes",
        "tritoncts.num_buffers": 3,
        "ctsHoldBuffers": 0,
        "cts.sinks": 3,
        "root_buffer": "clkbuf_4",
        "cts_htree_levels": 1,
    },
    "min_path": {
        "hold_class": "in -> async",
    },
    "run": {
        "max_cap_viol_count": 0,
        "warnings": 27,
    },
}
-- registers in the layout, summed over array words and instances (netlist names) --
name           flops
cpr_activate       1
iv_line_setup      1
drug_dosage        1
-- placed cells by master, fill, tap and decap left out, drive strengths merged, types with 2 or more instances in the layout --
cell type	instances
clkdlybuf4s50	10
clkdlybuf4s15	2
nand3	2
conb	3
clkbuf	6
buf	9
dlymetal6s2s	4
dfrtp	3
dlygate4sd2	2
nor2	2
-- per-layer routing --
| metal | track usage | vias to the layer above |
|---|---|---|
| li1 | - | 134 |
| met1 | 0.0379 | 107 |
| met2 | 0.0289 | 25 |
| met3 | 0.0330 | 2 |
| met4 | 0.00880 | 0 |
| met5 | 0 | - |
-- path summary, 6_finish.rpt --
| check | endpoint | slack, ns | cells after the start | from |
|---|---|---|---|---|
| hold reg to reg | iv_line_setup | 0.73 | 4 | drug_dosage[1] |
| setup reg to reg | iv_line_setup | 0.02 | 4 | drug_dosage[1] |
| hold / removal | cpr_activate | 0.14 | 2 | rst |
| setup / recovery | drug_delivery_activate | -0.04 | 2 | drug_dosage[1] |
| max in group asynchronous | iv_line_setup | 0.73 | 2 | rst |
| min in group clk0 | cpr_activate | 0.41 | 4 | heart_rate[1] |
-- critical path, cell delays in order (launching register included) --
cell	delay, ns
dfrtp_1	0.39
buf_6	0.13
buf_6	0.10
-- logic make-up (layout without fill, tap and decap cells) --
family,Yosys count,in the layout,share of synthesized area
compound gates,4,4,0.151
buf+inv,6,34,0.208
flops,3,3,0.377
other cells,1,3,0.0188
simple gates,9,9,0.245
-- per-stage QoR --
| stage | hold slack, ns | instance area, um^2 |
|---|---|---|
| after floorplan | -0.0464 | 206 |
| after global placement | 0.377 | 479 |
| after detailed placement | 0.372 | 479 |
| after CTS | 0.127 | 532 |
| after global routing | 0.161 | 566 |
| final | 0.140 | 566 |
-- power breakdown --
| part | leakage [nW] | total, mW | internal [mW] | switching (mW) |
|---|---|---|---|---|
| logic | 0.220 | 0.143 | 0.103 | 0.0395 |
| clock network | 0.0150 | 0.210 | 0.149 | 0.0608 |
| registers | 0.0406 | 0.130 | 0.127 | 0.00270 |
| total | 0.276 | 0.483 | 0.380 | 0.103 |
-- timing repair --
action,in CTS,in global routing
endpoints found under the setup margin,8,8
resized,24,13
pin swaps,2,5
setup buffers,3,0
-- cell type report --
type                    count  area share
repair buffers             29       0.502
flip-flops and latches      3       0.133
clock buffers               4      0.0465
well taps                  46       0.102
inverters                   1     0.00664
multi-input cells          16       0.210
Power figures rest on the tool's default switching activity, not on a simulated workload.
